==> ./design.v <==
module mux(a0,a1,op,out);
  input op;
  input [31:0]a0,a1;
  output reg[31:0]out;
  always@(*)begin
    if(op) out=a1;
    else out=a0;
    end
  endmodule
==> ./run.sh <==
#!/bin/bash
# OpenROAD 26Q1-2900-gdf79404cd8, Yosys 0.63+post, stock flow scripts
make -C /OpenROAD-flow-scripts/flow DESIGN_CONFIG=/design/flow/config.mk WORK_HOME=/design/flow/orfs finish
==> ./config.mk <==
export PLATFORM = sky130hd
export DESIGN_NAME = mux
export DESIGN_NICKNAME = mux
export VERILOG_FILES = /design/flow/design.v
export SDC_FILE = /design/flow/constraint.sdc
export NUM_CORES = 4
export LEC_CHECK = 1
export CORE_AREA = 10 10 70 70
export DIE_AREA = 0 0 80 80
==> ./constraint.sdc <==
current_design mux

set clk_period 1.0
set clk_io_pct 0.2

create_clock -name clk0 -period $clk_period

set non_clock_inputs [all_inputs -no_clocks]
set_input_delay [expr $clk_period * $clk_io_pct] -clock clk0 $non_clock_inputs
set_output_delay [expr $clk_period * $clk_io_pct] -clock clk0 [all_outputs]
==> impl_metrics.csv <==
group,metric,value,unit
final_layout,nClkBuffers,0,
setup_path,worstPathArrival,0.90,ns
global_routing,grt_pass1_vias,811,
placed_design,dp.cells,177,
placed_design,io_buffers,97,
route,wire_per_inst,16.14,µm
setup_path,critPathSlowestCell,"mux2_4",
route,ant_nets,0,
final_timing,hold_violations,0,
synth,ys_area,544.3,µm²
setup_path,worstPathRequired,0.80,ns
floorplanning,initial_core_util,15.93,%
clock_network,cts_setup_buffers,0,
floorplanning,pin_count,97,
final_timing,fin_ws,-0.1008,ns
pwr,ir_worst_vdd,0.1853,mV
floorplanning,core_area,3416,µm²
final_timing,setup_viol,32,
run,log.warning_count,34,
pwr,p_leak,0.8516,nW
setup_path,crit_chain,"buf_16, clkbuf_16, mux2_4, buf_6",
final_layout,mostFrequentLayoutCell,"dlygate4sd2_1",
final_timing,finalSetupTns,-2.638,ns
placed_design,gp_congestion,0.7597,
route,post-route-drc-count,0,
global_routing,grt_pass1_wl,4305,µm
final_layout,drive_above_1_share,52.59,%
floorplanning,dieArea,6400,µm²
setup_path,cp-end-kind,"output pin",
global_routing,overflow,0,
final_layout,stdcell_count,181,
setup_path,worstPathMaxFanout,6,
route,wl,2922,µm
final_layout,final_cell_mix,"64 x dlygate4sd2_1, 32 x mux2_4, 21 x buf_6, 11 x buf_2, 4 x buf_16",
synth,mux_share,86.90,%
synth,adder_share,0,%
status,violations,"setup timing",
route,dr.pass1.iters,2,
setup_path,crit_type,"primary input to output pin",
synth,avgSynthCellArea,15.12,µm²
pwr,p_per_area,393.6,nW/µm²
global_routing,grt_max_degree,10,
setup_path,start_kind,"primary input",
floorplanning,rows,21,
final_timing,finalCritPeriodShare,110.1,%
status,outcome,"complete, but fails checks",
final_layout,fin_util,45.82,%
route,n_antenna_cell,0,
global_routing,grtUsageTotal,8.289,%
synth,yosysWarnings,1,
synth,synth_cell_types,4,
final_timing,rsz0062_at_grt,"true",
final_layout,synthToLayoutAreaGrowth,187.6,%
final_timing,period_minus_slack,1.101,ns
run,max_cap_viol_count,0,
final_timing,slew-limit-headroom,93.39,%
final_timing,drv_slew,0,
synth,yosys.area_share.xor_xnor,0,%
synth,netlist_area,544.3,µm²
hold_path,min_path_type,"primary input to output pin",
synth,ys_seq_share,0,%
final_layout,flop_area,0,µm²
route,num_vias,720,
setup_path,max_stage_delay,0.30,ns
synth,synthAoiAreaFrac,0,%
hold_path,whs_path_depth,3,
pwr,finalPower,0.6161,mW
final_timing,worstMarginPinSlew,0.09916,ns
route,vias_per_cell,3.978,
final_layout,flops,0,
floorplanning,die_h,80,µm
synth,yosys_cells,36,
global_routing,grt_antenna_before_repair,0,
synth,ys_sh_simple,0,%
route,drt_iter0_markers,3,
hold_path,min_to,"out[25]",
final_timing,max_freq,908.5,MHz
synth,synth_cells,36,
floorplanning,dieWidth,80,µm
setup_path,crit_start,"op",
hold_path,hp-start,"a0[25]",
placed_design,hpwl,2408,µm
synth,synthTopLogicFamily,"multiplexers",
==> critical path: cells and delay by family <==
kind | cells | cell delay (ns)
buffers and inverters | 3 | 0.40
muxes | 1 | 0.30
==> where the power goes <==
part           leakage, nW  internal (mW)  switching [mW]
combinational        0.852          0.478           0.138
sequential               0              0               0
clock                    0              0               0
==> stage by stage <==
stage                     cell area, µm²  setup slack [ns]  hold WS, ns
final                               1565           -0.1008       0.7942
after global routing                1565           -0.1100       0.8067
after CTS                           1501          -0.09179       0.8004
after detailed placement            1536           -0.4961        1.328
after global placement              1536           -0.4924        1.331
after floorplan                    544.3           0.06690       0.4977
==> synthesized netlist by cell type <==
cell type | number | area, µm²
mux2_4 | 30 | 450.4
buf_6 | 1 | 11.26
buf_12 | 3 | 60.06
mux2_2 | 2 | 22.52
==> how the worst max path moves through the flow <==
stage	endpoint	slack [ns]
CTS	out[2]	-0.09
global route	out[26]	-0.11
finish	out[26]	-0.10
==> layer usage <==
metal	up-vias	global-route usage (%)	wire length (µm)
met5	-	0	0
met2	53	13.88	1432
li1	342	-	-
met1	323	10.55	1188
met3	2	2.500	278
met4	0	0.7042	21
==> what timing repair did <==
item / 4_1_cts / 5_1_grt
cloned: 3 / 1
hold buffers: 0 / 0
pin swaps: 0 / 0
gates resized: 186 / 6
setup endpoints to repair: 32 / 32
==> logic make-up after synthesis <==
family	after synthesis
mux	32
buf+inv	4
==> final cells by class <==
class	count	area, µm²
Timing Repair Buffer	103	1027
Tap cell	46	57.56
Fill cell	335	1851
Multi-Input combinational cell	32	480.5
Power figures rest on the tool's default switching activity, not on a simulated workload.
