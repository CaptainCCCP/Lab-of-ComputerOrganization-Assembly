==> ./design.v <==
module ifu(nPC_sel,zero,clk,rst,instruction,j_sel,jValue,jrValue,jalsw);
  input clk,rst;
  input [1:0]nPC_sel;
  input [31:0]zero;
  input j_sel;
  input [25:0]jValue;
  input [31:0]jrValue;
  output [31:0]instruction,jalsw;
  reg [31:0]pc;
  reg [7:0]im[1023:0];
  reg [31:0]pcnew;
  wire [31:0]temp,t0,t1,t2;
  wire [15:0]imm16;
  reg [31:0]extout;
  assign instruction={im[pc[9:0]],im[pc[9:0]+1],im[pc[9:0]+2],im[pc[9:0]+3]};
  assign imm16=instruction[15:0];
  assign temp={{16{imm16[15]}},imm16}; 
  always@(*)begin
    if(j_sel==1)begin
      extout={pc[31:28],jValue[25:0],2'b0};
    end
      if(j_sel==0)begin
      extout={temp[31:0]<<2}; 
    end
  end
  assign t0=pc+4;
  assign t1=t0+extout; 
  assign t2=jrValue;
  assign jalsw=t0;
  always@(*)
  begin
    if(nPC_sel==2'b00)begin
      pcnew=t0; 
    end
    else if(nPC_sel==2'b01)begin
      pcnew=t1; 
    end
    else if(nPC_sel==2'b11)begin
      pcnew=t2; 
    end
    else if(nPC_sel==2'b10)begin 
      if(zero==0)begin
        pcnew=t1;
      end
    else begin
      pcnew=t0;
    end
    end
  end
  always@(posedge clk,posedge rst)
  begin
    if(rst) pc=32'h0000_3000;
      else if(j_sel==0)pc=pcnew;
      else if(j_sel==1)pc=extout;
  end
endmodule
==> ./run.sh <==
#!/bin/bash
# OpenROAD 26Q1-2900-gdf79404cd8, Yosys 0.63+post, stock flow scripts
make -C /OpenROAD-flow-scripts/flow DESIGN_CONFIG=/design/flow/config.mk WORK_HOME=/design/flow/orfs finish
==> ./config.mk <==
export PLATFORM = sky130hd
export DESIGN_NAME = ifu
export DESIGN_NICKNAME = ifu
export VERILOG_FILES = /design/flow/design.v
export SDC_FILE = /design/flow/constraint.sdc
export NUM_CORES = 4
export LEC_CHECK = 1
export CORE_UTILIZATION = 50
export SYNTH_MEMORY_MAX_BITS = 65536
==> ./constraint.sdc <==
current_design ifu

set clk_period 11.0
set clk_io_pct 0.2

create_clock -name clk0 -period $clk_period [get_ports {clk}]

set non_clock_inputs [all_inputs -no_clocks]
set_input_delay [expr $clk_period * $clk_io_pct] -clock clk0 $non_clock_inputs
set_output_delay [expr $clk_period * $clk_io_pct] -clock clk0 [all_outputs]
==> Changelog: implementation <==
### Changed

- Outcome: completed
- DP Wirelength: roughly 11000 µm
- Post-route clock period utilization: 49.8%
- CP max-delay cell: fa_1
- Register pins left without a clock: 32
- Top cell by count, worst path: o21ai_1
- Dpl ws: 5.22 ns
- H-Tree Depth: 2
- Die height: around 100 µm
- Worst Path Buf+Inv: 1
- GRT Util Overall: 28.1%
- Vias in the first global route: ~4700
- Fillers: 845
- Delay-heaviest family, CP: AND-OR/OR-AND gates
- Chip Area, Yosys: ~0.0052 mm²
- Data arrival, critical path: ~5.7 ns
- Synthesized instance count: around 640
- Pre-antenna DRT Iters: 7
- Worst skew pair latency: between 0.2 and 0.3 ns
- Cell taking the most area after synthesis: dfrtp_1
- Clock Skew: 0 ns
- Antenna violations before repair: 0
- Layout cells sized above 1: between 8 and 9%
- Non-Filler Instances: 912
- Hold Path Class: flop to flop
- Synth warn: 1
- Vias/cell: between 5 and 6
- Max Freq: 0.182 GHz
- Placer's final routability congestion estimate: roughly 0.99
- Die width: between 100 and 150 µm
- Critical path startpoint category: input port
- I/O pins: about 160
- Clock Tree Buf Depth: 2
- WL/cell: 16.2 µm
- # rows: 36
- Cts hold-fix bufs: 0
- Worst Hold Slack: around 0.55 ns
- Final setup fails: 0
- Num CTS Buffers: 5
- CTS tree: done
- Post-synth EDFFs: 0
- Pins Over Slew Limit: 0
- Root buf cell: clkbuf_8
- Max cap viols: 0
- Largest cells by area: dfrtp_1, dlxtn_1, ha_1
- DRC violations left: 0
- Largest net degree at the start of global routing: 52
- Worst setup margin: 5.52 ns
- Clock-pin slew on the worst setup and hold paths: roughly 0.08 ns
- P&R area growth vs syn: 27.3%
- # resized after CTS: 0
- Lkg Pwr: 2.85 nW
- Top area contributor share: about 14%
- Max transition margin: a little under half
- # Cells Yosys: between 600 and 700
- WS Path Type: input port to flop
- Critical path capture point type: flop
- Routed wire length: between 10000 and 15000 µm
- Main synth FF type: dlxtn_1
- Placed cells: 904
- Synth flops: roughly 64
- Die Size: 0.0109 mm²
- Detailed Route Iter0 Violations: approximately 210
- Endpoints left unconstrained: 32
- Starting Density: between 50% and 60%
- Delay of the slowest critical-path stage: ~0.44 ns
- Antenna-violating nets left: 0
- Setup TNS: 0 ns
- Async S/R FF share, synth: 50.0%
- Count of tool warnings: 33
- Crit Path Max Fanout: 5
- Synth Area per Inst: approximately 8.2 µm²
- Pwr Density: roughly 83 mW/mm²
- Hold Vio Cnt, Final: 0
- Netlist cell types: ~65
- Diodes inserted: 0
- Postcts setup bufs: 0
- Grt total ovfl: 0
- Worst path cell trace: clkdlybuf4s50_1, ha_1, fa_1, a211oi_1, o21a_1, o31a_2, o21ai_1, a41oi_2, o21ai_1, xor2_1, a221oi_1, o21ai_1, dlxtn_1, mux2_2
- Syn Std Cell Area: 0.00523 mm²
- # port buffers: around 130
- Vias: between 5000 and 6000
- Crit path time final: about 5.5 ns
- RSZ-0062 raised after global routing: no
- Crit path DRT: 11.18 ns
- Worst slew pin tran: around 0.8 ns
- First-pass GRT wire length: 23700 µm
- Core box area: 0.00995 mm²
- VDD IR-drop max: between 0.04 and 0.05 mV
==> per-layer routing <==
layer  routed length [µm]  track usage (%)
met5                    0                0
met4                  300             5.10
met3                  874             2.81
met2                 7110             48.1
met1                 6510             39.3
==> flip-flops by register name, indices dropped and copies added (netlist names) <==
signal and flops:
pc 32, pcnew 32
==> power by group <==
group          leakage (nW)  internal [W]  switching, W   total, W
logic                  2.16      0.000149      0.000147   0.000296
clock network        0.0510     0.0000500     0.0000495  0.0000996
registers             0.634      0.000145     0.0000142   0.000159
==> cells in the mapped netlist (12+ instances only) <==
| cell type | n |
|---|---|
| dlxtn_1 | 32 |
| mux2_2 | 35 |
| a21oi_1 | 51 |
| a211oi_1 | 12 |
| nor2_1 | 38 |
| buf_4 | 34 |
| inv_1 | 26 |
| nand2_1 | 43 |
| xor2_1 | 16 |
| clkbuf_1 | 20 |
| dfrtp_1 | 30 |
| o21ai_0 | 33 |
| ha_1 | 35 |
| xnor2_1 | 32 |
| nand3_1 | 21 |
==> cell families (layout without fill, tap and decap cells) <==
group	count (synthesis)	after routing	share of synthesized area, %
AND-OR/OR-AND	187	187	23.4
buffers and inverters	87	166	8.87
multiplexers	45	45	9.78
AND/OR/NAND/NOR	169	169	16.5
other	1	64	0.0717
XOR/XNOR	48	48	8.03
flip-flops	32	32	15.4
adder cells (fa/ha/maj)	36	36	8.75
latches	32	32	9.18
==> per-stage QoR <==
step | instance area [µm²] | util [%] | total power [W]
floorplan | 5470 | - | 0.000359
global placement | 6570 | 66.0 | 0.000451
detailed placement | 6570 | 66.0 | 0.000454
CTS | 6660 | 66.9 | 0.000559
global route | 6660 | 66.9 | 0.000597
finish | 6660 | 66.9 | 0.000555
==> layout make-up <==
cell class                 instances  area (µm²)  area share (%)
tap                              133         166            2.50
inverter                          26        97.6            1.46
timing repair buffer             132        1300            19.5
clock inverter                     2        10.0           0.150
multi-input combinational        549        3720            55.8
clock buffer                       6        82.6            1.24
sequential                        64        1280            19.3
==> path summary, 6_finish.rpt <==
| path | startpoint | end | slack (ns) | depth (start not counted) |
|---|---|---|---|---|
| worst max-delay path | jValue[0] | pc[26] | 5.52 | 14 |
| worst min-delay path | pc[31] | pc[31] | 0.55 | 1 |
| worst min register to register | pc[31] | pc[31] | 0.55 | 1 |
| worst max register to register | pc[12] | pc[28] | 6.13 | 17 |
| max in group asynchronous | rst | pc[12] | 8.32 | 3 |
| min in group asynchronous | rst | pc[0] | 2.32 | 3 |
==> worst register-to-register path, delay by kind of cell (launching register included) <==
kind | cells | cell delay, ns
compound gates | 5 | 1.03
xor+xnor | 1 | 0.30
fa+ha+maj | 1 | 0.36
buf+inv | 1 | 0.08
flops | 1 | 0.55
latches | 1 | 0.23
mux | 1 | 0.24
simple gates | 7 | 1.98
==> layout by cell type, fill, tap and decap left out, types with 8 or more instances in the layout <==
cell type,count
dfrtp_1,30
o21bai_1,8
a22oi_1,11
a21o_1,11
nand2_1,43
ha_1,35
nor2_1,38
o21a_1,8
mux2_2,35
o21ai_0,33
a21oi_1,51
clkdlybuf4s50_1,125
nand4_1,10
dlxtn_1,32
inv_1,26
nor4_1,11
nor3_1,9
xor2_1,16
a211oi_1,12
nand3_1,21
mux2i_1,8
xnor2_1,32
conb_1,64
No activity file was given, so power comes from the tool's default toggle rates.
