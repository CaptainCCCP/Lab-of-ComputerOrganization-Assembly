`design/flow/config.mk`:
```
export PLATFORM = sky130hd
export DESIGN_NAME = ext
export DESIGN_NICKNAME = ext
export VERILOG_FILES = /design/flow/design.v
export SDC_FILE = /design/flow/constraint.sdc
export NUM_CORES = 4
export LEC_CHECK = 1
export CORE_AREA = 10 10 70 70
export DIE_AREA = 0 0 80 80
```
`design/flow/constraint.sdc`:
```
current_design ext

set clk_period 1.5
set clk_io_pct 0.2

create_clock -name clk0 -period $clk_period

set non_clock_inputs [all_inputs -no_clocks]
set_input_delay [expr $clk_period * $clk_io_pct] -clock clk0 $non_clock_inputs
set_output_delay [expr $clk_period * $clk_io_pct] -clock clk0 [all_outputs]
```
`design/flow/design.v`:
```
module ext(imm16,imm32,ExtOp);
  input [15:0]imm16;
  input [1:0]ExtOp;
  output reg[31:0]imm32;
  parameter ZERO=2'b00;
  parameter SIGN=2'b01;
  parameter LUI=2'b10;
  parameter SHAMT=2'b11;
  always@(*)begin
    case(ExtOp)
      ZERO:imm32={16'b0,imm16};
      SIGN:imm32={{16{imm16[15]}},imm16}; 
      LUI:imm32={imm16,16'b0}; 
      SHAMT:imm32={{27{imm16[10]}},imm16[10:6]};
    endcase
  end
endmodule
```
`design/flow/run.sh`:
```
#!/bin/bash
# OpenROAD 26Q1-2900-gdf79404cd8, Yosys 0.63+post, stock flow scripts
make -C /OpenROAD-flow-scripts/flow DESIGN_CONFIG=/design/flow/config.mk WORK_HOME=/design/flow/orfs finish
```
==> out/results.env <==
FLOORPLANUTILIZATION_PCT=12.8
CRITICALPATHCATEGORY='in2out'
GRT_MAX_DEGREE=10
WORST-SLEW-PIN-TRANSITION_PS=246
LAYOUT.FILLER_CELLS=388
PROPORTION_OF_LAYOUT_CELLS_WITH_A_DRIVE_SUFFIX_ABOVE_1_PCT=42.9
CRIT_PATH_TOP_DELAY_CELL='sky130_fd_sc_hd__mux2i_4'
WARNING_COUNT=34
FINALSETUPVIOLCOUNT=0
ANTENNA_FOUND_INITIAL=0
ROUTE.ANTENNA.DIODE_COUNT=0
MOST-COMMON-LAYOUT-CELLS='sky130_fd_sc_hd__dlygate4sd2_1, sky130_fd_sc_hd__buf_4, sky130_fd_sc_hd__inv_1'
CLOCK.FMAX_GHz=0.677
GRT_PASS1_WL_MM=3.92
FF_COUNT=0
PLACE.PORT_BUFFERS=50
PLACED_CELLS_INCL_TAPS=169
SEQ_AREA_FRAC_SYNTH_PCT=0
CRITPATHBUFINV=5
CHIPAREA_UM2=6400
ANT_NETS=0
TIMING.FINAL.MAX_SLEW_VIOLATIONS=0
POWER_REPORT.INTERNAL_TOTAL_mW=0.208
IRDROPWORSTVDD_uV=135
POWER_LEAKAGE_nW=0.607
FINAL_CORE_UTIL_PCT=34.5
DIE_WIDTH_UM=80
GROUTE.USAGE.OVERALL_PCT=7.39
GRT_SETUP_UNREPAIRED='yes'
ROUTE.VIAS.TOTAL=716
REPORT.FINAL.HOLD_VIOL_COUNT=0
IO_PINS=50
WORST_PATH_DOMINANT_CELL_FAMILY='buffers and inverters'
PLACEMENTROWS=21
YOSYS_WARNINGS=1
SEQUENTIALPOWERSHARE_PCT=0
GRT_PASS1_VIAS=754
MAXCAPVIOLATIONS=0
CRITPATHMAXSTAGEDELAY_PS=200
GRT-OVFL-TOTAL=0
P_COMB_SHARE_PCT=100.0
COREAREA_UM2=3420
DR.PASS1.ITERS=2
CRIT_PATH_CELL_TRACE='buf_12 -> mux2i_4 -> buf_12 -> buf_6 -> buf_6 -> o2bb2ai_2 -> buf_2'
YOSYS.AREA.TOP_TYPE='sky130_fd_sc_hd__o2bb2ai_2'
WORSTSETUPSTARTPOINT='ExtOp[1]'
RELATIVE_CONTRIBUTION_OF_THE_CLOCK_NETWORK_TO_TOTAL_POWER_PCT=0
POST_DRT_WL_PER_CELL_UM=13.6
RUN_STATUS='finished clean'
ROUTE.DETAILED.DRC=0
DETAILEDPLACEMENTHPWL_MM=1.98
NETSWITCHINGFRACTION_PCT=36.9
NUM-CLOCK-BUFFERS=0
SYNTH_AREA_UM2=438
TOP_CELL_AREA_SHARE_PCT=34.3
POST_DRT_VIA_CELL_RATIO=4.00
DIE_HT_UM=80
CP_DATA_REQUIRED_TIME_PS=1200
WIRELENGTH_MM=2.44
DRT_ITER0_DRC=21
END_KIND='output pin'
NETSWITCHINGPOWER_mW=0.122
TIMING.HOLD.WORST.CLASS='in2out'
TOP_CELLS_BY_AREA='sky130_fd_sc_hd__o2bb2ai_2, sky130_fd_sc_hd__o21ai_0, sky130_fd_sc_hd__inv_1'
HP-START='imm16[8]'
POST-ROUTE-PERIOD-UTIL_PCT=98.5
START_KIND='input pin'
POWER_PER_CELL_AREA_nW_PER_UM2=281
CRIT_ARRIVAL_PS=1180
SYNTH_TO_LAYOUT_AREA_GROWTH_PCT=169
PLACE.GP.CONGESTION=0.762
YS_TYPES=13
YOSYS_CELLS=63
FINAL_CELL_COUNT_NO_FILL=179
FF_LATCH_AREA_UM2=0
LAYOUT.CELLS.MOST_COMMON='sky130_fd_sc_hd__dlygate4sd2_1'
SYN-INSTANCE-COUNT=63
AVGSYNTHCELLAREA_UM2=6.95
SLEW-LIMIT-HEADROOM_PCT=83.2
YOSYS_AREA_UM2=438
CTSHOLDBUFFERS=0
CP_MAX_FO=6
FINALWORSTPATHREQUIREDPERIOD_PS=1480
## cell usage after synthesis
cell	count
sky130_fd_sc_hd__nand3_1	5
sky130_fd_sc_hd__o21ai_0	15
sky130_fd_sc_hd__buf_2	1
sky130_fd_sc_hd__buf_4	1
sky130_fd_sc_hd__mux2i_2	1
sky130_fd_sc_hd__clkbuf_1	3
sky130_fd_sc_hd__o2bb2ai_2	10
sky130_fd_sc_hd__inv_1	16
sky130_fd_sc_hd__nor2b_1	2
sky130_fd_sc_hd__buf_6	2
sky130_fd_sc_hd__nand2_1	1
sky130_fd_sc_hd__o2bb2ai_1	5
sky130_fd_sc_hd__o31ai_1	1
## layer usage
| metal | GRT usage [%] | vias to the layer above | routed length, um |
|---|---|---|---|
| li1 | - | 362 | - |
| met3 | 1.59 | 0 | 180 |
| met5 | 0 | - | 0 |
| met4 | 0 | 0 | 0 |
| met2 | 13.0 | 29 | 1160 |
| met1 | 9.50 | 325 | 1100 |
## stage by stage
stage | hold WS [ps] | total power [mW] | worst slack, ps | setup TNS (ps) | cell area [um2]
2_1_floorplan | 634 | 0.0852 | 335 | 0 | 438
3_3_place_gp | 1540 | 0.333 | -733 | -20590 | 1090
3_5_place_dp | 1540 | 0.333 | -769 | -21410 | 1090
4_1_cts | 1010 | 0.351 | -137 | -638 | 1200
5_1_grt | 934 | 0.368 | -5.56 | -10.1 | 1180
6_report | 905 | 0.330 | 22.2 | 0 | 1180
## final timing paths
kind	end	cells after the start
min	imm32[24]	3
max	imm32[16]	7
## layout make-up
class	count	area (um2)	share of cell area (%)
repair buffers	77	677	57.5
multi-input cells	40	383	32.5
inverters	16	60.1	5.10
well taps	46	57.6	4.89
## timing repair
item | CTS | global route
cloned | 1 | 0
resized | 96 | 22
pin swaps | 4 | 2
setup buffers | 10 | 3
endpoints found under the setup margin | 32 | 18
## power by group through the flow
stage / registers (mW) / logic [mW] / clock network, mW
after CTS: 0 / 0.351 / 0
final: 0 / 0.330 / 0
after global routing: 0 / 0.368 / 0
## logic make-up (layout without fill, tap and decap cells)
logic type             after synthesis  after routing  share of synthesized area, %
AND-OR/OR-AND                       31             31                          63.1
multiplexers                         1              1                          3.14
buffers and inverters               23             93                          24.3
AND/OR/NAND/NOR                      8              8                          9.43
Power is estimated from default activity; no workload was simulated.
